--- flow/run.sh ---
#!/bin/bash
# OpenROAD 26Q1-2900-gdf79404cd8, Yosys 0.63+post, stock flow scripts
make -C /OpenROAD-flow-scripts/flow DESIGN_CONFIG=/design/flow/config.mk WORK_HOME=/design/flow/orfs finish
--- flow/design.v ---
`timescale 1ns / 1ps
module up_down_counter(input clk, S, output [3:0] Q);
	wire [3:0] q;
	jkff jk0(1,1,clk, q[0]);
	jkff jk1(((~Q[0])&(~S))|(Q[0]&S), ((~Q[0])&(~S))|(Q[0]&S), clk, q[1]);
	jkff jk2((~Q[1]&~Q[0]&~S)|(Q[1]&Q[0]&S), (~Q[1]&~Q[0]&~S)|(Q[1]&Q[0]&S), clk, q[2]);
	jkff jk3((~Q[2]&~Q[1]&~Q[0]&~S)|(Q[2]&Q[1]&Q[0]&S), 
(~Q[2]&~Q[1]&~Q[0]&~S)|(Q[2]&Q[1]&Q[0]&S), clk, q[3]);
	assign Q = q;
endmodule
module jkff(input J, K, clk, output reg Q);
	initial Q = 0;
	always @(posedge clk)
	begin
		Q = (J&(~Q))|((~K)&Q);
	end
endmodule
--- flow/constraint.sdc ---
current_design up_down_counter

set clk_period 1.7
set clk_io_pct 0.2

create_clock -name clk0 -period $clk_period [get_ports {clk}]

set non_clock_inputs [all_inputs -no_clocks]
set_input_delay [expr $clk_period * $clk_io_pct] -clock clk0 $non_clock_inputs
set_output_delay [expr $clk_period * $clk_io_pct] -clock clk0 [all_outputs]
--- flow/config.mk ---
export PLATFORM = sky130hd
export DESIGN_NAME = up_down_counter
export DESIGN_NICKNAME = up_down_counter
export VERILOG_FILES = /design/flow/design.v
export SDC_FILE = /design/flow/constraint.sdc
export NUM_CORES = 4
export LEC_CHECK = 1
export CORE_AREA = 10 10 70 70
export DIE_AREA = 0 0 80 80
==> run_results.csv <==
group,metric,value,unit
status,outcome,"finished, final reports clean",
worst_setup_path,rr_worst_depth,3,
worst_setup_path,path_buffers,1,
worst_setup_path,worstSetupPathType,"flop to primary output",
worst_setup_path,startpoint_type,"flop",
synthesis,avgSynthCellArea,10.0,um2
routing,num_vias,121,
routing,drc,0,
die,core,0.00342,mm2
synthesis,synth_cells,18,
clock_network,cts.sinks,4,
grt,first_global_vias,138,
grt,grt_overflow_total,0,
layout,fillers,414,
clock_network,cts.path.max_buffers,2,
layout,syn_to_final_growth,55.6,%
sta,rsz0062_at_grt,"no",
synthesis,yosys-stat-area,180,um2
min_path,hold_depth,1,
routing,ant_nets,0,
placed_design,portBuffers,5,
layout,final_area,280,um2
sta,slew_headroom,0.832,
worst_setup_path,crit_path_end_kind,"primary output",
clock_network,htreeDepth,1,
clock_network,clock_latency,0.24,ns
placed_design,dpl-instance-area,258,um2
worst_setup_path,reg2reg_slack,0.74,ns
routing,dr.pass1.iters,2,
pwr,leakagePower,0.0884,nW
routing,drt_iter0_markers,2,
clock_network,root_buffer,"clkbuf_4",
synthesis,yosys_cells,18,
grt,antenna_found_initial,0,
die,core.rowCount,21,
sta,setup_tns,0,ns
worst_setup_path,worstPathCellList,"clkdlybuf4s50_1",
die,fp.dieW,80,um
sta,slew_viol_final,0,
sta,finalHoldViolations,0,
min_path,hp-class,"flop to flop",
sta,tightestPinTransition,0.250,ns
worst_setup_path,slowest_stage,"clkdlybuf4s50_1",
clock_network,cts_tree,"yes",
placed_design,hpwl,315,um
synthesis,synth-seq-cells,4,
die,chip_area,0.00640,mm2
min_path,min_to,"jk0.Q",
layout,drive_gt1_frac,0.182,
routing,diodes,0,
pwr,peakVddDrop,0.449,mV
sta,holdWs,0.454,ns
worst_setup_path,cp_max_fo,6,
worst_setup_path,critical-path-max-stage-delay,0.51,ns
sta,period_used_share,0.895,
grt,grt_usage,0.0144,
synthesis,syn-cell-area,180,um2
die,die_y,80,um
synthesis,seq_area_frac_synth,0.444,
run,warning_count,25,
routing,viasPerCell,1.78,
synthesis,synthDistinctLibCells,10,
layout,comb_area,66.3,um2
sta,fmax,658,MHz
worst_setup_path,rr_endpoint,"jk3.Q",
clock_network,cts_inserted_buffers,3,
clock_network,clk_pin_slew_worst_paths,0.04,ns
synthesis,yosys_warnings,3,
clock_network,postCtsSetupRepairBufs,0,
die,ios,6,
grt,grt_max_degree,7,
routing,wl,443,um
min_path,worstHoldStart,"jk0.Q",
worst_setup_path,r2r_start,"jk2.Q",
layout,regArea,80.1,um2
run,maxCapViolations,0,
sta,skew,0.00649,ns
clock_network,cts_resized,0,
sta,setup_violations,0,
die,initial_core_util,0.0527,
worst_setup_path,arrival,1.18,ns
worst_setup_path,crit_required,1.36,ns
placed_design,gp_congestion,0.663,
grt,grt_first_pass_wirelength,703,um
pwr,powerDensity,1550,mW/mm2
worst_setup_path,path_delay_family,"buffers and inverters",
sta,fin_crit,1.52,ns
clock_network,hold_buffers,0,
routing,wl_per_cell,6.51,um
pwr,power,0.000434,W
flip-flops by register name (all words and copies together) (netlist names):
name / flops
jk1.Q: 1
jk2.Q: 1
jk3.Q: 1
jk0.Q: 1
report_power, final:
part | switching [W] | internal [W] | total, W
sequential | 0.0000446 | 0.000135 | 0.000180
combinational | 0.0000336 | 0.000102 | 0.000135
clock | 0.0000404 | 0.0000791 | 0.000119
cells in the final DEF (no fill, tap or decap):
cell             count
and2_4               1
dfxtp_1              4
nor4_1               1
clkbuf_4             3
inv_1                1
xor2_1               1
clkdlybuf4s50_1      5
a31oi_1              1
xnor2_1              3
nor3_1               1
a21oi_1              1
through the flow:
stage               worst slack [ns]  std cells  utilization
floorplan                      0.817         18            -
global placement               0.367         65       0.0755
detailed placement             0.345         65       0.0755
CTS                            0.163         68       0.0821
global route                   0.114         68       0.0821
finish                         0.179         68       0.0821
cells in the mapped netlist:
master	number	area share
buf_4	4	0.17
dfxtp_1	4	0.44
xnor2_1	3	0.15
a21oi_1	1	0.028
a31oi_1	1	0.035
and2_4	1	0.049
inv_1	1	0.021
nor3_1	1	0.028
nor4_1	1	0.035
xor2_1	1	0.049
cell type report:
| cell class | count | share of cell area |
|---|---|---|
| multi-input cells | 9 | 0.237 |
| flip-flops and latches | 4 | 0.286 |
| clock buffers | 3 | 0.0804 |
| repair buffers | 5 | 0.179 |
| well taps | 46 | 0.205 |
| inverters | 1 | 0.0134 |
layer usage:
| metal | wire, um | up-vias | GRT usage |
|---|---|---|---|
| met5 | 0 | - | 0 |
| met3 | 44 | 0 | 0.0102 |
| met4 | 0 | 0 | 0.00528 |
| li1 | - | 64 | - |
| met2 | 163 | 7 | 0.0169 |
| met1 | 235 | 50 | 0.0193 |
cell families after synthesis:
family | Yosys count | synth area share
simple gates | 3 | 0.111
xor+xnor | 4 | 0.194
flops | 4 | 0.444
buf+inv | 5 | 0.187
compound gates | 2 | 0.0625
worst max-delay path by stage:
| stage | startpoint | to | slack [ns] | cells past startpoint |
|---|---|---|---|---|
| 4_1_cts | jk0.Q | Q[0] | 0.16 | 1 |
| 5_1_grt | jk0.Q | Q[0] | 0.11 | 1 |
| 6_report | jk0.Q | Q[0] | 0.18 | 1 |
Power figures rest on the tool's default switching activity, not on a simulated workload.
