## design.v

```verilog
`timescale 1ns / 1ps
module segment(
    input a,b,c,d, 
    output A,B,C,D,E,F,G,seg
    );
    assign A = (b&c) | (!a&c) | (a&!d) | (!b&!d) | (!a&b&d) | (a&!b&!c);
    assign B = (!b&!d) | (!b&!c) | (!a&c&d) | (a&!c&d) | (!a & !c & !d);
    assign C = (!c & d) | (!a & d ) | (a & !b) | ( !a & b) | (!b & !c);
    assign D = (!a &c & !d) | (!b & c & d) | (b & !c & d) | ( a &b&!d) | (!b&!c&!d);
    assign E = (c &!d) | (a &c) | (a&b) | (!b & !d);
    assign F = (a & c ) | (a&!b) | (b&!d) | (!c&!d) + (!a&b&!c);
    assign G = (a&c) | (!b&c) | (a&!b) | (b&!c&d) | (!a&b&!d);
    assign seg =1;
endmodule
```

## config.mk

```make
export PLATFORM = sky130hd
export DESIGN_NAME = segment
export DESIGN_NICKNAME = segment
export VERILOG_FILES = /design/flow/design.v
export SDC_FILE = /design/flow/constraint.sdc
export NUM_CORES = 4
export LEC_CHECK = 1
export CORE_AREA = 10 10 70 70
export DIE_AREA = 0 0 80 80
```

## run.sh

```bash
#!/bin/bash
# OpenROAD 26Q1-2900-gdf79404cd8, Yosys 0.63+post, stock flow scripts
make -C /OpenROAD-flow-scripts/flow DESIGN_CONFIG=/design/flow/config.mk WORK_HOME=/design/flow/orfs finish
```

## constraint.sdc

```tcl
current_design segment

set clk_period 1.9
set clk_io_pct 0.2

create_clock -name clk0 -period $clk_period

set non_clock_inputs [all_inputs -no_clocks]
set_input_delay [expr $clk_period * $clk_io_pct] -clock clk0 $non_clock_inputs
set_output_delay [expr $clk_period * $clk_io_pct] -clock clk0 [all_outputs]
```

==> run summary <==
Quick summary of the implementation run below.

The final weighted congestion in routability-driven placement came out at about 0.66. Global routing put the most usage on met2. STA classifies the critical path startpoint as an input port. Yosys attributes the largest share of cell area to sky130_fd_sc_hd__and4b_1 (11%), sky130_fd_sc_hd__buf_4 (8.3%), sky130_fd_sc_hd__buf_6 (8.3%). The core region is around 0.0034 sq mm. The final power report lists total power as between 0.08 and 0.09 mW. The clock buffer count came out at 0.

The arrival time of the worst setup path came out at roughly 1.4 ns. The most critical min-delay path falls under input port to output port. The yosys synthesis warning count is 0. Once placement finished, the instance area stood at around 460 sq um. The number of max-slew violations in the final report is 0. The run reported a max-capacitance violation count of 0. The global-route wire length before repair is 1450 um. The sequential cell count is 0. In this run the layout overhead on the synthesized area is reported as 73.9%.

The number of standard cells after synthesis is 33. The initial detailed-routing violation count is 23. The number of I/O port buffers came out at 11. The number of antenna violations at the first check in global routing is 0. The effective utilization at floorplan came out at 7.99%. The first TritonRoute pass finished after 2 iterations. The required time at the endpoint of the critical path came out at about 1.5 ns. The met2 track demand over resource is between 5 and 6%. The total power divided by cell area is 177 mW/mm^2. The via count of the first global-routing pass is 302. The post-route worst hold slack is 1.32 ns. The part of the total power dissipated in the clock network came out at 0%. The half-perimeter wire length of the detailed placement result is 626 um. The biggest area contributor in the post-synthesis netlist is sky130_fd_sc_hd__and4b_1. The overflow left after global routing came out at 0. The part of the total power dissipated in combinational logic came out at approximately 100%. The number of nets still failing antenna checks after routing is 0. The leakage component of the power is ~0.19 nW. The met1 track demand over resource in global routing came out at around 3.3%. The chip area came out at 0.00640 sq mm. Before CTS, the worst setup slack after placement is -0.592 ns. The number of buffers inserted for hold repair after clock tree synthesis is 0. Per the timing report, the biggest fanout along the worst path comes to 13. The number of hold violations in the final report is 0. Measured along the y axis, the die boundary spans approximately 80 um. The run finished with clean final reports. The number of cell instances after yosys synthesis is 33. After synthesis the cells add up to ~270 sq um. The net switching power of the design came out at roughly 0.035 mW. The number of setup violations in the final report is 0. The ratio of cells with drive above 1 in the final layout came out at 45.8%. The fraction of power spent switching nets is about two fifths.

The part of the total power dissipated in sequential elements is 0%. The sequential cell area in the final layout is 0 sq um. Setup repair after global routing left no endpoint under its margin. The antenna diode count came out at 0. The OpenROAD warning count is 32. The timing startpoint of the critical path is c.

The start-to-end type of the worst setup path is input port to output port. The portion of the clock cycle consumed by the worst path in the final layout came out at between 90% and 100%. The routed via count divided by cell count is 3.24. For this run, the register share of the synthesized area comes to 0%.

Yosys reports that the most numerous cell types are sky130_fd_sc_hd__and4b_1 (3), sky130_fd_sc_hd__buf_4 (3). The number of filler instances in the final layout came out at between 300 and 400. The all-layer global routing usage came out at ~2.6%.

The average cell area after synthesis is 8.27 sq um. Entering global routing, the biggest net connects 14 pins. The detailed-route wire length per cell came out at ~8.8 um. The post-synth area from yosys stat came out at between 200 and 300 sq um. The number of remaining DRC errors came out at 0. The post-route standard cell area excluding fillers is between 400 and 500 sq um. According to the timing report, the critical path is captured at C.

Timing would allow up to around 550 MHz. The worst path meets setup with 0.0771 ns of slack. The cell-internal power is between 0.04 and 0.05 mW.

The total vias in the final route came out at 305. The number of different library cells in the post-synthesis netlist is 24. The final timing report derives a shortest allowable period of between 1.5 and 2 ns. The worst setup path is captured at an output port. The count of standard-cell rows is 21. The area share of the largest cell type after synthesis is between 10% and 20%. The global routing usage on met3 is 0%. The count of pins on the block boundary is 12. According to the floorplan report, the die width is roughly 80 um. Wires add up to around 820 um. The worst-case IR drop observed on VDD is about 0.027 mV.
## cell usage in the layout, fill, tap and decap left out
cell type                         Yosys  routed
sky130_fd_sc_hd__a211oi_2             1       2
sky130_fd_sc_hd__dlygate4sd2_1        0       5
sky130_fd_sc_hd__buf_6                2       1
sky130_fd_sc_hd__and4bb_2             1       1
sky130_fd_sc_hd__nor3_2               1       1
sky130_fd_sc_hd__inv_1                2       2
sky130_fd_sc_hd__clkdlybuf4s15_1      0       1
sky130_fd_sc_hd__nor4b_4              0       1
sky130_fd_sc_hd__o2bb2ai_1            1       1
sky130_fd_sc_hd__and3b_1              1       1
sky130_fd_sc_hd__and4b_1              3       3
sky130_fd_sc_hd__xnor2_1              1       1
sky130_fd_sc_hd__o21ai_0              2       2
sky130_fd_sc_hd__a21bo_2              1       1
sky130_fd_sc_hd__nor2b_1              1       1
sky130_fd_sc_hd__nor3b_2              1       1
sky130_fd_sc_hd__nor3_1               1       1
sky130_fd_sc_hd__nand2b_1             2       2
sky130_fd_sc_hd__and3_1               1       1
sky130_fd_sc_hd__a21oi_1              1       1
sky130_fd_sc_hd__conb_1               1       1
sky130_fd_sc_hd__clkdlybuf4s15_2      0       3
sky130_fd_sc_hd__buf_4                3       8
sky130_fd_sc_hd__a311oi_2             0       1
sky130_fd_sc_hd__nor4bb_1             1       1
sky130_fd_sc_hd__buf_2                0       2
sky130_fd_sc_hd__a311oi_1             2       1
sky130_fd_sc_hd__nor3b_1              1       1
## per-stage QoR
| stage | util, % | setup TNS [ns] | instances |
|---|---|---|---|
| after floorplan | - | 0 | 33 |
| after global placement | 13.3 | -3.46 | 93 |
| after detailed placement | 13.3 | -3.68 | 93 |
| after CTS | 13.9 | 0 | 94 |
| after global routing | 13.9 | 0 | 94 |
| final | 13.9 | 0 | 94 |
## cells by family after synthesis
kind of cell    after synthesis  synth area share [%]
buf+inv                       7                  19.3
other cells                   1                  1.37
compound gates                9                  26.1
xor+xnor                      1                  3.21
simple gates                 15                  50.0
## power groups by stage
stage     logic, mW  registers (mW)  clock network [mW]
4_1_cts      0.0857               0                   0
6_report     0.0840               0                   0
5_1_grt      0.0934               0                   0
## worst min-delay path by stage
stage / slack, ns / to / from / depth (start not counted)
after CTS: 1.32 / F / a / 4
after global routing: 1.37 / F / a / 4
final: 1.32 / F / a / 4
## routing by layer
metal	up-vias	wire, um
met1	147	361
li1	155	-
met5	-	0
met2	3	460
met4	0	0
met3	0	2
## worst max-delay path, stage by stage
cell and delay (ns):
sky130_fd_sc_hd__clkdlybuf4s15_2 0.31, sky130_fd_sc_hd__nor3b_1 0.42, sky130_fd_sc_hd__a211oi_2 0.13, sky130_fd_sc_hd__clkdlybuf4s15_1 0.20
## final cells by class
| type | instances | area [sq um] | area share [%] |
|---|---|---|---|
| well taps | 46 | 57.6 | 12.1 |
| repair buffers | 20 | 169 | 35.6 |
| inverters | 2 | 7.51 | 1.58 |
| multi-input cells | 26 | 240 | 50.7 |
## what timing repair did
action,CTS,global route
hold endpoints to repair,0,0
endpoints found under the setup margin,7,0
setup buffers,0,0
gates resized,27,0
Power and IR drop assume default switching activity.
